==> flow/design.v <==
module digit2segment(clk,segmentShow,dp,segment1,segment2,segment3,segment4);
input clk;
output segment1,segment2,segment3,segment4,dp;
output [6:0] segmentShow;
parameter inClk = 50_000_000;        
parameter refreshT = inClk/(60*4);   
reg [26:0] clkRefresh; 		         
reg [6:0] abcdefg;  		                                 
reg s4,s3,s2,s1;     		                                 
reg [1:0] segmentID; 		                                 
reg [3:0] digit = 3, ten = 8, hundred = 3, thousand = 10; 	 
reg [15:0] num;		 
always @(posedge clk) begin    
	clkRefresh <= clkRefresh + 1;
	if (clkRefresh == refreshT) begin	
		segmentID <= segmentID + 1;
		clkRefresh <= 0;   
	end
	case(segmentID)  	 
		2'b00 : begin s4 = 0; s3 = 0; s2 = 0; s1 = 1;  num = thousand; 	end
		2'b01 : begin s4 = 0; s3 = 0; s2 = 1; s1 = 0;  num = hundred; 	end
		2'b10 : begin s4 = 0; s3 = 1; s2 = 0; s1 = 0;  num = ten;	end
		2'b11 : begin s4 = 1; s3 = 0; s2 = 0; s1 = 0;  num = digit;	end
	endcase	
	case(num)
		1: abcdefg = 7'b0110000;
		2: abcdefg = 7'b1101101;
		3: abcdefg = 7'b1111001;
		4: abcdefg = 7'b0110011;
		5: abcdefg = 7'b1011011;
		6: abcdefg = 7'b1011111;
		7: abcdefg = 7'b1110000;
		8: abcdefg = 7'b1111111;
		9: abcdefg = 7'b1111011;
		0: abcdefg = 7'b1111110;
    	default: abcdefg = 7'b0000000;
	endcase
end
assign segment1 = s1; 	assign segment2 = s2; 	assign segment3 = s3; 	assign segment4 = s4;
assign segmentShow = abcdefg;     
endmodule
==> flow/run.sh <==
#!/bin/bash
# OpenROAD 26Q1-2900-gdf79404cd8, Yosys 0.63+post, stock flow scripts
make -C /OpenROAD-flow-scripts/flow DESIGN_CONFIG=/design/flow/config.mk WORK_HOME=/design/flow/orfs finish
==> flow/config.mk <==
export PLATFORM = sky130hd
export DESIGN_NAME = digit2segment
export DESIGN_NICKNAME = digit2segment
export VERILOG_FILES = /design/flow/design.v
export SDC_FILE = /design/flow/constraint.sdc
export NUM_CORES = 4
export LEC_CHECK = 1
export CORE_UTILIZATION = 30
==> flow/constraint.sdc <==
current_design digit2segment

set clk_period 4.5
set clk_io_pct 0.2

create_clock -name clk0 -period $clk_period [get_ports {clk}]

set non_clock_inputs [all_inputs -no_clocks]
set_input_delay [expr $clk_period * $clk_io_pct] -clock clk0 $non_clock_inputs
set_output_delay [expr $clk_period * $clk_io_pct] -clock clk0 [all_outputs]
==> reports/qor.txt <==
outcome -> finished clean
max cap viols -> 0
Setup crit start kind -> flip-flop
crit path DAT -> 2.29 ns
Peak VDD IR -> 0.187 mV
area share of the largest cell type after synthesis -> 44.7%
Yosys top cell by area -> dfxtp_1
Relative slew margins -> 45.7%
RSZ-0062 raised after global routing -> false
cell area after layout -> 0.00176 mm^2
total clock sinks -> 35
fp util -> 31.3%
Util after Layout -> 37.3%
grt met1 use -> 16.5%
DP Cell Count -> 219
Die Ht -> 72.2 um
Tcrit/Tclk final -> 52.6%
largest net degree at the start of global routing -> 16
Setup crit end kind -> flip-flop
Die Size -> 0.00521 mm^2
CP Data Required Time -> 4.42 ns
drt total wl -> 2340 um
Crit Path Max Fanout -> 15
worst hold path class -> reg2reg
Overall Power -> 0.647 mW
core area -> 0.00472 mm^2
M2 GR Usage -> 13.6%
met3 Usage GRT -> 2.54%
Final WS setup -> 2.13 ns
Cell Area, Placed -> 0.00162 mm^2
1st-pass router iterations -> 4
CTS resizes -> 0
ratio of cells with drive above 1 in the final layout -> 8.13%
Hold Slack -> 0.462 ns
final std cells w/o fill -> 227
pre-CTS setup slack -> 2.13 ns
hold buffers post-CTS -> 0
Synth flops -> 35
fillers -> 471
row count -> 25
DR iter-0 viols -> 40
GP Congestion -> 0.815
Post-Syn Instances -> 147
synthesized area -> 0.00148 mm^2
Area contributors post-synth -> dfxtp_1, xnor2_1, ha_1
first-pass GRT wire length -> 4060 um
Antenna Cells -> 0
H-tree depth -> 2
CTS tree -> yes
post-synth cell types -> 27
Tmin final -> 2.37 ns
Leak -> 0.602 nW
ys cells -> 147
number of port buffers -> 11
Fmax -> 422 MHz
Post-synth seq share -> 48.7%
die width -> 72.2 um
Late-Pin Clk Latency -> 0.29 ns
total gr overflow -> 0
total number of vias -> 983
final setup skew -> 0.00874 ns
warning total across the stage logs -> 30
mean routed wirelength per cell -> 10.3 um
Root Buffer -> clkbuf_8
synthesis area per yosys -> 0.00148 mm^2
Syn-to-layout area delta -> 19.0%
Post-route DRC -> 0
CTS max path bufs -> 2
All-Layer GR Usage -> 10.0%
vias in the first global route -> 901
setup_tns -> 0 ns
WS Path Type -> reg2reg
Clock transition at path regs -> 0.08 ns
syn avg cell area -> 10.1 um^2
Least-Margin Pin Slew -> 0.809 ns
Power Density -> 368 mW/mm^2
initial antenna violation count -> 0
yosys warns -> 2
num ports -> 13
final setup fails -> 0
dpl hpwl -> 1600 um
CTS buffer count -> 5
post-route ant nets -> 0
number of setup buffers added after CTS -> 0
Hold Fails Final Rpt -> 0
DR vias/cell -> 4.33
Final Slew Violations -> 0
busiest grt layer -> met1
kinds of logic after synthesis:
kind of cell | share of synthesized area, %
XOR/XNOR | 14.2
buffers and inverters | 5.33
flip-flops | 48.7
other | 0.254
AND-OR/OR-AND | 0.846
AND/OR/NAND/NOR | 24.7
adder cells (fa/ha/maj) | 5.92
per-layer routing:
| metal | part of all wire [%] | vias up | routed length (um) |
|---|---|---|---|
| met1 | 54 | 437 | 1260 |
| met2 | 40 | 18 | 938 |
| met3 | 4.0 | 5 | 93 |
| li1 | - | 523 | - |
| met5 | 0 | - | 0 |
| met4 | 2.0 | 0 | 46 |
path summary, 6_finish.rpt:
path	startpoint	end	slack, ns	cells after the start
setup reg to reg	clkRefresh[4]	segmentID[1]	2.13	3
setup / recovery	clkRefresh[4]	segmentID[1]	2.13	3
hold / removal	clkRefresh[26]	clkRefresh[26]	0.46	1
hold reg to reg	clkRefresh[26]	clkRefresh[26]	0.46	1
registers in the layout (all words and copies together) (netlist names):
register,cells
abcdefg,3
clkRefresh,27
s1,1
s2,1
s4,1
segmentID,2
cell usage in the layout, fill, tap and decap left out, types with 2 or more instances in the layout:
cell and n:
dfxtp_1 33, xnor2_1 22, nor2_1 16, nand3_1 14, clkdlybuf4s50_1 11, nand2_1 8
nand4_1 7, ha_1 7, inv_1 6, nor4_1 5, clkbuf_8 5, nor3_1 3
and3_1 2, and4_1 2, xor2_1 2, bufinv_16 2, edfxtp_1 2
power by group:
| group | internal (mW) | switching, mW | total [mW] | leakage (nW) |
|---|---|---|---|---|
| logic | 0 | 0.00000969 | 0.00000994 | 0.248 |
| registers | 0.312 | 0 | 0.312 | 0.289 |
| clock network | 0.221 | 0.114 | 0.335 | 0.0644 |
Yosys cell counts:
cell and count:
dfxtp_1 33, xnor2_1 22, nor2_1 16, nand3_1 14, nand2_1 8, ha_1 7
nand4_1 7, buf_4 6, inv_1 6, nor4_1 5, nor3_1 3, and3_1 2
and4_1 2, edfxtp_1 2, xor2_1 2, a21o_1 1, a21oi_1 1, and3_2 1
buf_6 1, conb_1 1, nand2b_1 1, nand4_2 1, nor4_4 1, nor4b_1 1
nor4bb_1 1, or4_1 1, or4_4 1
layout make-up:
class	count	area, um^2	area share (%)
Sequential cell	35	721	40.9
Multi-Input combinational cell	99	679	38.6
Timing Repair Buffer	12	118	6.68
Tap cell	67	83.8	4.76
Clock buffer	5	68.8	3.91
Clock inverter	3	67.6	3.84
Inverter	6	22.5	1.28
critical path: stages (launching register included):
cell and delay [ns]:
dfxtp_1 0.35, or4_1 0.52, or4_4 0.43, nor4_4 0.70
No activity file was given, so power comes from the tool's default toggle rates.
